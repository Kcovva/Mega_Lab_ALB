### config.mk
export PLATFORM = sky130hd
export DESIGN_NAME = alb
export DESIGN_NICKNAME = alb
export VERILOG_FILES = /design/flow/design.v
export SDC_FILE = /design/flow/constraint.sdc
export NUM_CORES = 4
export LEC_CHECK = 1
export CORE_AREA = 10 10 101 101
export DIE_AREA = 0 0 111 111
### constraint.sdc
current_design alb

set clk_period 8.5
set clk_io_pct 0.2

create_clock -name clk0 -period $clk_period [get_ports {clk}]

set non_clock_inputs [all_inputs -no_clocks]
set_input_delay [expr $clk_period * $clk_io_pct] -clock clk0 $non_clock_inputs
set_output_delay [expr $clk_period * $clk_io_pct] -clock clk0 [all_outputs]
### design.v
module alb #(parameter DATA_WIDTH = 8)(clk, reset, a, b, ci, i, f, co, vo, no, zo);
  input [DATA_WIDTH-1:0] a, b;
  input [1:0] i;
  input clk, reset, ci;
  output [DATA_WIDTH-1:0] f;
  output co, vo, no, zo;
  reg [DATA_WIDTH-1:0] s_reg, r_reg;
  wire [DATA_WIDTH-1:0] f_00, f_10, f_x1;
  wire f_x1_c, f_x1_v;
  always @(posedge clk) begin
      s_reg <= a;
      r_reg <= b;
  end
  op_00 #(.DATA_WIDTH(DATA_WIDTH)) u_op_00(.r(r_reg), .s(s_reg), .f(f_00));
  op_10 #(.DATA_WIDTH(DATA_WIDTH)) u_op_10(.r(r_reg), .s(s_reg), .f(f_10));
  op_add_sub #(.DATA_WIDTH(DATA_WIDTH)) u_op_add_sub(.r(r_reg), .s(s_reg), .ci(ci), .sub(i[1]), 
                                                     .f(f_x1), .co(f_x1_c), .vo(f_x1_v));
  f_mux #(.DATA_WIDTH(DATA_WIDTH)) u_mux(.i(i), .f_00(f_00), .f_10(f_10), .f_x1(f_x1), .ci(f_x1_c), .vi(f_x1_v), 
                                         .fout(f), .co(co), .vo(vo), .no(no), .zo(zo));
endmodule
module f_mux #(parameter DATA_WIDTH = 8)(i, f_00, f_10, f_x1, ci, vi, fout, co, vo, no, zo);
  input [1:0] i;
  input [DATA_WIDTH-1:0] f_00, f_10, f_x1;
  input ci, vi;
  output [DATA_WIDTH-1:0] fout;
  output co, vo, no, zo;
  assign fout = (f_00 & {DATA_WIDTH{~i[1] & ~i[0]}}) |
                (f_10 & {DATA_WIDTH{ i[1] & ~i[0]}}) |
                (f_x1 & {DATA_WIDTH{ i[0]}});
  assign co = ci & i[0];
  assign vo = vi & i[0];
  assign no = fout[DATA_WIDTH-1];
  assign zo = (fout == 0);
endmodule
module op_00 #(parameter DATA_WIDTH = 8)(r, s, f);
  input [DATA_WIDTH-1:0] r, s;
  output [DATA_WIDTH-1:0] f;
  assign f = r | s;
endmodule
module op_10 #(parameter DATA_WIDTH = 8)(r, s, f);
  input [DATA_WIDTH-1:0] r, s;
  output [DATA_WIDTH-1:0] f;
  assign f = ~r & s;
endmodule
module op_add_sub #(parameter DATA_WIDTH = 8)(r, s, ci, sub, f, co, vo);
  input [DATA_WIDTH-1:0] r, s;
  input ci, sub;	
  output [DATA_WIDTH-1:0] f;
  output co, vo;
  wire [DATA_WIDTH:0] carry;
  wire [DATA_WIDTH-1:0] s_mod;  
  assign carry[0] = ci;
  assign s_mod = sub ? ~s : s;
  genvar i;
  generate
      for (i = 0; i < DATA_WIDTH; i = i + 1) begin : GEN_ADD
          bitsum sum (
              .A    (r[i]),
              .B    (s_mod[i]),
              .Cin  (carry[i]),
              .S    (f[i]),
              .Cout (carry[i+1])
          );
      end
  endgenerate
  assign co = carry[DATA_WIDTH];
  assign vo = carry[DATA_WIDTH] ^ carry[DATA_WIDTH-1];
endmodule
module bitsum (A, B, S, Cin, Cout); 
  input A, B, Cin; 
  output S, Cout; 
  wire A, B, S, Res; 
  wire c1, c2, Cin, Cout; 
  xor(Res, A, B); 
  and(c1, A, B); 
  xor(S, Cin, Res); 
  and(c2, Cin, Res); 
  or(Cout, c1, c2); 
endmodule
### run.sh
#!/bin/bash
# OpenROAD 26Q1-2900-gdf79404cd8, Yosys 0.63+post, stock flow scripts
make -C /OpenROAD-flow-scripts/flow DESIGN_CONFIG=/design/flow/config.mk WORK_HOME=/design/flow/orfs finish
==> out/metrics.yaml <==
logic_synthesis:
  cell_area_after_synthesis_um2: 832
  synthCells: 75
  syn_area_per_cell_um2: 11.1
  synth.distinct_cells: 22
  ys_warn_count: 1
  synth_flops: 16
  ys_cells: 75
  seq_area_frac_synth: 0.385
  yosys-stat-area_um2: 832
critical_path:
  crit_type: "in -> out"
  critical_path_arrival_ns: 6.39
  startpoint_kind_of_the_worst_setup_timing_path: "input port"
  crit_required_ns: 6.80
  timing.critical_path.to_type: "output port"
  crit_fanout: 2
  crit_path_end: "no"
  timing.critical_path.from: "i[1]"
placed_design:
  gp_congestion: 0.702
  post-place-ws_ns: -0.439
  place_hpwl_mm: 1.84
  placed_cell_area_mm2: 0.00127
  place_inst: 210
  io_buffer_count: 31
clock_tree:
  cts_post_setup_buffers_inserted: 0
  worst_setup_hold_path_clk_slew_ns: 0.06
  cts_htree_levels: 1
  cts_tree: "done"
  hold_buffers: 0
  tritoncts_num_sinks: 16
  clockBufferDepth: 2
  clock-root-buffer: "clkbuf_8"
  numCtsBuffers: 3
floorplan:
  floorplan.initialDensity: 0.102
  die-area_mm2: 0.0123
  number_of_top_level_pins: 33
  placeableCoreArea_mm2: 0.00813
  die_extent_in_y_um: 111
  die_x_um: 111
  row_count: 33
global_routing:
  grt_pass1_wl_mm: 3.17
  overflow: 0
  number_of_global_route_vias_before_repair: 598
  grt.total_usage: 0.0338
  pin_count_of_the_biggest_net_entering_global_routing: 20
  antenna_found_initial: 0
drt:
  drt_wl_total_mm: 2.13
  avgViaCountPerCell: 2.75
  diodes: 0
  dr_total_vias: 588
  dr.first_iter.drc_count: 13
  detail_route.first_pass.iterations: 4
  ant_nets: 0
  detail_route.wl_per_cell_um: 9.96
  detail_route.drc_violations: 0
finish:
  fin_area_mm2: 0.00135
  syn2layout_area_growth_pct: 62.7
  postLayoutCoreUtil: 0.166
  final_cells: 214
  n_fill_cell: 889
  final_layout_size_suffix_gt1_frac: 0.147
final_timing:
  post_layout_worst_setup_margin_ns: 0.408
  achievable-frequency_mhz: 124
  tightest_slew_ns: 0.641
  final_period_util: 0.952
  final_max_slew_viol_count: 0
  final.min_clock_period_ns: 8.09
  slew_headroom: 0.571
  hold_viol: 0
  finalSetupViolations: 0
  grt_setup_unrepaired: "no"
power_and_ir_drop:
  power.ir.vdd_worst_mv: 0.0633
  p_leak_nw: 0.508
  cellPowerDensity_mw_per_mm2: 158
run_status:
  status: "complete, no violations"
run:
  warnings: 26
  drv_cap: 0
hold_path:
  worstHoldPathType: "in -> reg"
## per-layer routing
metal  track usage  vias up  wire, um
met5             0        -         0
met4       0.00174        0        10
met3        0.0197        2       233
met2        0.0523       25       940
met1        0.0418      254       947
li1              -      307         -
## layout by cell type, fill, tap and decap left out, drive strengths merged, types with 2 or more instances in the layout
cell / n
o21ai: 3
inv: 4
o31a: 4
fa: 8
clkdlybuf4s50: 30
nor2b: 11
buf: 3
dfxtp: 16
mux2i: 3
clkbuf: 4
nand2: 4
xor2: 7
xnor2: 2
nand2b: 4
## area by class of cell
| type | count | area (um^2) | area share |
|---|---|---|---|
| clock buffer | 4 | 55.1 | 0.0407 |
| tap | 105 | 131 | 0.0970 |
| inverter | 4 | 15.0 | 0.0111 |
| multi-input combinational | 51 | 497 | 0.367 |
| sequential | 16 | 320 | 0.237 |
| timing repair buffer | 34 | 335 | 0.248 |
## worst max-delay path, cell delays in order
cell and delay, ns:
clkdlybuf4s50_1 0.45, xor2_1 0.19, fa_1 0.43, fa_2 0.38
fa_2 0.38, fa_2 0.38, fa_2 0.38, fa_2 0.39
fa_2 0.42, inv_1 0.09, fa_1 0.38, nand2_1 0.08
o31a_1 0.18, buf_4 0.12, clkdlybuf4s50_1 0.45
## through the flow
stage          TNS [ns]  total power, mW  hold slack, ns
2_1_floorplan         0            0.114            1.73
3_3_place_gp     -0.397            0.147            2.15
3_5_place_dp     -0.455            0.148            2.15
4_1_cts               0            0.221            1.88
5_1_grt               0            0.231            1.88
6_report              0            0.214            1.89
## cells in the mapped netlist (all sizes together)
cell	instances	area share
xor2	7	0.074
o211ai	1	0.0090
and2	1	0.0075
dfxtp	16	0.38
mux2i	3	0.036
nand2b	4	0.030
buf	3	0.029
nand2	4	0.018
fa	8	0.19
nor4	1	0.015
xnor2	2	0.021
nor2b	11	0.083
o31a	4	0.042
clkbuf	1	0.0045
inv	4	0.018
or4	1	0.0090
o31ai	1	0.0090
o21ai	3	0.018
## report_power, final
part,internal [mW],switching (mW)
Clock,0.0410,0.0246
Sequential,0.0791,0.00283
Combinational,0.0422,0.0240
Total,0.162,0.0515
## worst min-delay path by stage
stage / depth (start not counted) / end / slack [ns] / start
4_1_cts: 1 / s_reg[7]$_DFF_P_ / 1.88 / a[7]
5_1_grt: 1 / s_reg[7]$_DFF_P_ / 1.88 / a[7]
6_report: 1 / s_reg[7]$_DFF_P_ / 1.89 / a[7]
## what timing repair did
action / CTS / global route
endpoints found under the setup margin: 3 / 1
pin swaps: 1 / 0
gates resized: 8 / 1
## kinds of logic (layout without fill, tap and decap cells)
logic type | after synthesis | count (layout) | synth area share
xor gates and xnor gates | 9 | 9 | 0.0947
muxes | 3 | 3 | 0.0361
and+or+nand+nor | 22 | 22 | 0.162
AOI/OAI and AO/OA | 9 | 9 | 0.0782
DFF | 16 | 16 | 0.385
adders and majority gates | 8 | 8 | 0.192
buffers and inverters | 8 | 42 | 0.0511
Power and IR drop assume default switching activity.
